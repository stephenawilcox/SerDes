===== config.mk =====
export PLATFORM = sky130hd
export DESIGN_NAME = deserializer
export DESIGN_NICKNAME = deserializer
export VERILOG_FILES = /design/flow/design.v
export SDC_FILE = /design/flow/constraint.sdc
export NUM_CORES = 4
export LEC_CHECK = 1
export CORE_UTILIZATION = 40

===== constraint.sdc =====
current_design deserializer

set clk_period 6.1
set clk_io_pct 0.2

create_clock -name clk0 -period $clk_period [get_ports {clk}]

set non_clock_inputs [all_inputs -no_clocks]
set_input_delay [expr $clk_period * $clk_io_pct] -clock clk0 $non_clock_inputs
set_output_delay [expr $clk_period * $clk_io_pct] -clock clk0 [all_outputs]

===== design.v =====
module deserializer #(
    parameter integer in_bit_width = 32,
    parameter integer out_bit_width = 512
)
(
    input wire clk,
    input wire reset,
    input wire data_ready,
    output reg read_data,
    input wire [in_bit_width-1:0] data_in,
    output reg write_data,
    output reg [out_bit_width-1:0] data_out
);
localparam integer num_segments = out_bit_width / in_bit_width;
localparam integer seg_ctr_bw   = $clog2(num_segments);
localparam IDLE = 1'b0, BUSY = 1'b1;
reg current_state, next_state, prev_state;
wire [out_bit_width-1:0] buffer;                    
reg [seg_ctr_bw-1:0] seg_counter;                    
reg [seg_ctr_bw-1:0] seg_counter_q;                  
wire seg_ctr_all_ones;                               
assign seg_ctr_all_ones = &seg_counter;              
wire seg_ctr_all_zeros;
assign seg_ctr_all_zeros = !(|seg_counter);
reg [in_bit_width-1:0] in_buffer [num_segments]; 
genvar i;
generate
    for (i = 1; i <= num_segments; i++) begin
        assign buffer[in_bit_width*i - 1: in_bit_width * (i-1)] = in_buffer[i-1];
    end
endgenerate
always @(*) begin
	case (current_state)
		IDLE: begin
			next_state = data_ready ? BUSY : IDLE; 
		end
		BUSY: begin
			next_state = seg_ctr_all_ones ? (data_ready ? BUSY : IDLE) : BUSY;
		end
		default:
			next_state = IDLE;
	endcase
end
always @(posedge clk) begin
    if (reset) begin
        current_state <= IDLE;
        prev_state <= IDLE;
        for (int j = 0; j < num_segments; j++) begin
            in_buffer[j] <= 0;
        end
        seg_counter <= 0;
    end
    else begin
        current_state <= next_state;
        prev_state <= current_state;
        in_buffer[seg_counter] <= read_data ? data_in : in_buffer[seg_counter];
        seg_counter <= seg_counter_q;
    end
end
always @ (*) begin
    read_data = current_state & data_ready;
    write_data = seg_ctr_all_zeros & prev_state;
    seg_counter_q = current_state ? (seg_counter + read_data) : 0; 
    data_out = buffer;
end
endmodule

===== run.sh =====
#!/bin/bash
# OpenROAD 26Q1-2900-gdf79404cd8, Yosys 0.63+post, stock flow scripts
make -C /OpenROAD-flow-scripts/flow DESIGN_CONFIG=/design/flow/config.mk WORK_HOME=/design/flow/orfs finish

==> reports/qor.rpt <==
=================================================================================
Total negative slack                                                         0 ns
Final cycle utilization of the critical path                                62.1%
Global-route usage over all layers                                          30.0%
Fmax                                                                      264 MHz
Vias after detailed routing                                                 14100
Yosys warns                                                                     1
RSZ-0062 raised after global routing                                        false
Number of placement rows                                                       83
Sequential area share after synthesis                                       74.0%
Biggest area contributors in the synthesized netlist                 edfxtp_1, nor3_1, nor3_2
Final Core Density                                                          55.6%
Worst setup slack before clock tree synthesis                             1.77 ns
Synthesized area                                                       20900 um^2
Final tally of hold violations                                                  0
Detailed-route wire length                                               73300 um
Max Fanout on Critical Path                                                     4
Core region area                                                       51500 um^2
CTS Buffer Depth                                                                3
Most numerous cell in the Yosys netlist                                  edfxtp_1
First-pass iteration count of the detailed router                               4
Least-Margin Pin Slew                                                    0.997 ns
Die extent in y                                                            231 um
Delay of the slowest critical-path stage                                  0.58 ns
Predominant post-synthesis flop cell                                     edfxtp_1
Chip area                                                              53200 um^2
Final Slew Violations                                                           0
Async set-reset flop share out of synthesis                                    0%
Routed vias/inst                                                             5.47
Remaining antenna violation count after routing                                 0
First-pass GRT wire length                                              104000 um
Number of antenna violations at the first check in global routing               3
Hold bufs inserted after CTS                                                    0
Routability-driven placement congestion ratio                               0.877
Layout-stage area growth over the synthesis result                          36.9%
Routed len/inst                                                           28.5 um
Synth flops                                                                   518
Power per Cell Area                                                   268 nW/um^2
Final critical delay including setup and external delays                  3.79 ns
TritonCTS clock tree                                                        built
Number of instances resized during post-cts repair                              0
Port buffer count                                                             548
Post-synth top cells                                                 edfxtp_1, nor3_1, nor3_2
Yosys stat chip area                                                   20900 um^2
Clock buffer count from CTS                                                    54
Pre-Place Util                                                              40.6%
Type of element capturing the critical path                          primary output
Post-placement cell count                                                    2467
Horizontal die dimension                                                   231 um
Layout cells sized above 1                                                  15.8%
CTS clk-pin slew, worst paths                                             0.06 ns
Maximum level of the CTS H-tree                                                 2
Number of different library cells in the post-synthesis netlist                31
Clock tree root buffer cell                                             clkbuf_16
Placed wire-length estimate                                              46000 um
Total overflow reported by the global router                                    0
IO Pins                                                                       549
Cells traversed along the worst timing path                          clkdlybuf4s50_1 -> and2_1 -> clkdlybuf4s50_1
Synthesized instance count                                                   1348
Category of the worst setup path launch point                        primary input
Cell with the biggest individual delay on the critical path          clkdlybuf4s50_1
Setup Buffers After CTS                                                         0
Total of max-cap violations                                                     0
Most repeated library cell on the critical path                      clkdlybuf4s50_1
Arr. time, crit path                                                      2.57 ns
Classification of the worst setup path                                  in -> out
Maximum number of pins on one net before global-route repair                  148
Yosys Instances                                                              1348
Count of flip-flops with a built-in enable after synthesis                    512
Clock Skews                                                             0.0181 ns
Run status                                                              completed
Number of non-filler instances in the completed layout                       2568
Synth Area per Inst                                                     15.5 um^2
Max-slew headroom                                                           33.6%
Library cell occupying the most area in the post-synthesis netlist       edfxtp_1
Number of warnings the tools reported                                          37
Total of endpoints with negative setup slack in the final report                0
Post-route worst setup slack                                              2.31 ns
Vias in the first global route                                              14300
Highest ir drop seen on vdd                                              0.196 mV
Remaining DRCs                                                                  0
Sinks on the clock net                                                        518
Worst path required time                                                  4.88 ns
Clock insertion delay at the later pin of the skew report                 0.60 ns
First-iteration detailed-routing DRC count                                    941
Type of the worst min-delay path                                       reg -> reg
Leak Pwr                                                               0.00884 uW
Portion of synthesized cell area occupied by the leading cell type          73.5%
=================================================================================
-- final cells by class --
type                    count  area [um^2]
well taps                 680          851
multi-input cells         681         4850
repair buffers            587         5830
clock buffers              75         1490
fillers                  4134        22900
clock inverters            20          113
diodes                      6         15.0
inverters                   1         3.75
flip-flops and latches    518        15500
-- sequential cells by signal, summed over array words and instances, names as in the netlist --
signal	cells
in_buffer	512
seg_counter	4
current_state	1
prev_state	1
-- final timing paths --
kind | start | to | slack, ns | cells past startpoint
setup reg to reg | seg_counter[3] | in_buffer[15][25] | 2.86 | 4
setup / recovery | data_ready | read_data | 2.31 | 3
hold reg to reg | current_state | seg_counter[3] | 0.57 | 2
hold / removal | current_state | seg_counter[3] | 0.57 | 2
-- worst max-delay path: cells and delay by family --
family                 cells  cell delay [ns]
buffers and inverters      2             1.15
AND/OR/NAND/NOR            1             0.20
-- stage by stage --
| step | instance area (um^2) | total power [uW] | hold WS [ns] |
|---|---|---|---|
| 2_1_floorplan | 20900 | 4260 | 0.526 |
| 3_3_place_gp | 27000 | 4710 | 0.544 |
| 3_5_place_dp | 27000 | 4710 | 0.552 |
| 4_1_cts | 28600 | 7740 | 0.567 |
| 5_1_grt | 28600 | 7900 | 0.605 |
| 6_report | 28700 | 7690 | 0.575 |
-- power by group --
group / internal [uW] / switching (uW)
registers: 4040 / 48.2
logic: 271 / 275
clock network: 1730 / 1320
-- cell families (layout without fill, tap and decap cells) --
logic type / after synthesis / count (layout) / synth area share, %
other: 0 / 6 / 0
flip-flops: 518 / 518 / 74.0
multiplexers: 1 / 1 / 0.0478
adder cells (fa/ha/maj): 2 / 2 / 0.120
AND/OR/NAND/NOR: 660 / 660 / 21.2
AND-OR/OR-AND: 17 / 17 / 0.682
buffers and inverters: 149 / 683 / 3.85
XOR/XNOR: 1 / 1 / 0.0419
-- per-layer routing --
layer,global-route usage (%),part of all wire (%),vias to the layer above,routed length [um]
met5,0,0,-,0
met4,6.50,2.8,0,2030
met3,16.3,14,103,9910
met2,43.2,47,720,34300
met1,43.3,37,7020,27100
li1,-,-,6215,-
-- placed cells by master, fill, tap and decap left out, types with 2 or more instances in the layout --
cell type,count
and2_1,4
buf_12,4
buf_4,35
clkbuf_1,18
clkbuf_16,57
clkdlybuf4s50_1,548
clkinv_1,15
clkinv_2,3
clkinvlp_4,2
dfxtp_1,4
dfxtp_4,2
diode_2,6
edfxtp_1,512
ha_1,2
nand2b_1,2
nand2b_4,2
nand3_1,33
nand3b_1,57
nand3b_2,8
nor2_1,2
nor3_1,359
nor3_2,153
o31ai_4,12
o41ai_2,3
or3b_1,22
or3b_4,11
No activity file was given, so power comes from the tool's default toggle rates.
