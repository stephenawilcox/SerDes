File: flow/design.v
module memory_dp #(
parameter integer num_mem_entries = 8,
parameter integer data_bit_width = 32
)
(
input wire wr_clk,
input wire wr_en,
input wire [addr_bit_width-1:0] wr_addr,
input wire [data_bit_width-1:0] wr_data,
input wire rd_clk,
input wire rd_en,
input wire [addr_bit_width-1:0] rd_addr,
output reg [data_bit_width-1:0] rd_data
);
localparam integer addr_bit_width = $clog2(num_mem_entries);
(* ram_style = "ultra" *) 
reg [data_bit_width-1:0] mem [0:num_mem_entries-1];
always @ (posedge wr_clk) begin
    if (wr_en) begin
        mem[wr_addr] <= wr_data;
    end
end
always @ (posedge rd_clk) begin
    if (rd_en) begin
        rd_data <= mem[rd_addr];
    end
end
endmodule
File: flow/run.sh
#!/bin/bash
# OpenROAD 26Q1-2900-gdf79404cd8, Yosys 0.63+post, stock flow scripts
make -C /OpenROAD-flow-scripts/flow DESIGN_CONFIG=/design/flow/config.mk WORK_HOME=/design/flow/orfs finish
File: flow/config.mk
export PLATFORM = sky130hd
export DESIGN_NAME = memory_dp
export DESIGN_NICKNAME = memory_dp
export VERILOG_FILES = /design/flow/design.v
export SDC_FILE = /design/flow/constraint.sdc
export NUM_CORES = 4
export LEC_CHECK = 1
export CORE_UTILIZATION = 40
File: flow/constraint.sdc
current_design memory_dp

set clk_period 2.0
set clk_io_pct 0.2

create_clock -name clk0 -period $clk_period [get_ports {rd_clk}]
create_clock -name clk1 -period $clk_period [get_ports {wr_clk}]

set non_clock_inputs [all_inputs -no_clocks]
set_input_delay [expr $clk_period * $clk_io_pct] -clock clk0 $non_clock_inputs
set_output_delay [expr $clk_period * $clk_io_pct] -clock clk0 [all_outputs]
==> flow_summary.json <==
{
  "outcome": "completed",
  "cts_tree": "built",
  "cts_resized": 0,
  "arrival_ns": 1.69,
  "hpwlAfterDp_um": 11000,
  "top_cell": "edfxtp_1",
  "startpoint": "mem[3][5]",
  "numPortBuffers": 72,
  "dieArea_um2": 27600,
  "detail_route.vias_per_cell": 5.30,
  "synthArstFlopShare_pct": 0,
  "syn2layout_area_growth_pct": 23.3,
  "hold_viol": 0,
  "grtUsageTotal_pct": 16.7,
  "drc": 0,
  "wl_per_cell_um": 22.4,
  "ys_cells": 415,
  "pre_cts_ws_ns": 0.0110,
  "via_count": 4708,
  "r2r-start": "mem[3][5]",
  "hold_buffers": 0,
  "fin_util_pct": 50.6,
  "crit_type": "flop to flop",
  "coreArea_um2": 26300,
  "worst_pin_slew_ns": 0.337,
  "grt-ovfl-total": 0,
  "grt_pass1_vias": 5347,
  "synthFlopType": "edfxtp_1",
  "clock-sinks": 288,
  "power_leakage_nw": 4.35,
  "avgSynthCellArea_um2": 26.0,
  "synthTopCellsByArea": "edfxtp_1 (80%), mux4_1 (9.7%), mux4_2 (5.0%)",
  "mappedNetlistArea_um2": 10800,
  "power.density_nw_per_um2": 1010,
  "synthCells": 415,
  "final.setup.worst_slack_ns": 0.351,
  "cts.reportedPaths.clkPinSlew_ns": 0.07,
  "r2r_end": "rd_data[5]",
  "warnings": 27,
  "diodes": 0,
  "drive_gt1_share_pct": 25.7,
  "ant_nets": 0,
  "grt_max_degree": 33,
  "max_cap_viol_count": 0,
  "grt_setup_unrepaired": "no",
  "drt_iter0_drc": 284,
  "row_count": 59,
  "antenna_found_initial": 0,
  "ys_chip_area_um2": 10800,
  "worstPathRequired_ns": 2.04,
  "common_cells": "edfxtp_1 (288), mux4_1 (40), mux2_2 (32)",
  "synth_warnings": 1,
  "cts_setup_buffers": 0,
  "fp.dieW_um": 166,
  "top_area_share_pct": 80.2,
  "cpPeakStageDelay_ns": 0.49,
  "edf_count": 288,
  "hp-class": "input port to flop",
  "ys_seq_share_pct": 80.2,
  "setup_violations": 0,
  "synth_cell_types": 12,
  "fp_util_pct": 41.0,
  "dr.pass1.iters": 23,
  "die_height_um": 166,
  "gp_congestion": 0.765,
  "cp-end-kind": "flop",
  "nFillCells": 2023,
  "post-synth-top-area-cell": "edfxtp_1",
  "slew_headroom_pct": 77.5,
  "wirelength_um": 19900,
  "numSynthFlops": 288,
  "grt_pass1_wl_um": 30700,
  "io_pins": 74,
  "critPathLaunchType": "flop",
  "final_max_slew_viol_count": 0,
  "peakVddDrop_mv": 0.609,
  "path_max_fanout": 1,
  "path_cells": "mux4_1 > mux2_2",
  "worstSetupEndpoint": "rd_data[5]",
  "rr_worst_depth": 2,
  "cp_slowest_cell": "mux4_1",
  "r2r_slack_ns": 0.35
}
[report_power, final]
part           switching [mW]  internal (mW)  leakage [nW]  total (mW)
logic                   0.322          0.414          1.22       0.737
clock network            2.28           3.45         0.494        5.73
registers              0.0530           6.90          2.64        6.95
[cell families (layout without fill, tap and decap cells)]
group / after synthesis / count (layout) / synth area share [%]
DFF: 288 / 288 / 80.2
muxes: 96 / 96 / 18.1
buffers and inverters: 18 / 156 / 1.18
and+or+nand+nor: 13 / 13 / 0.545
[per-layer routing]
layer | track usage, % | vias up | part of all wire [%]
met5 | 1.39 | - | 0.23
met4 | 3.74 | 2 | 2.6
met3 | 12.8 | 38 | 15
met2 | 23.4 | 315 | 46
met1 | 21.7 | 2299 | 36
li1 | - | 2054 | -
[layout make-up]
cell class	instances	area, um^2	area share [%]
Sequential cell	288	8650	65.0
Clock inverter	16	191	1.44
Multi-Input combinational cell	109	2080	15.6
Timing Repair Buffer	101	1130	8.52
Tap cell	335	419	3.15
Clock buffer	39	827	6.22
[flip-flops by register name (all words and copies together) (netlist names)]
register	count
mem	256
rd_data	32
[cells in the final DEF, fill, tap and decap left out]
cell,instances
clkinvlp_4,2
buf_4,13
clkbuf_1,7
inv_8,1
clkdlybuf4s50_1,68
buf_2,3
nand2b_1,3
clkinv_4,1
nand2_1,2
edfxtp_1,288
mux2_2,32
clkinv_2,5
clkbuf_16,32
nor2_4,6
buf_12,17
nor3_4,2
clkinv_1,3
bufinv_16,4
mux4_1,40
mux4_2,24
[stage by stage]
stage                     setup TNS, ns  cells  power, mW  area, um^2  hold slack [ns]
after floorplan                  -67.36    415       7.39       10800            0.499
after CTS                             0    888       13.6       13300            0.599
after global routing                  0    888       13.9       13300            0.615
after detailed placement              0    833       7.83       12300            0.735
after global placement                0    833       7.81       12300            0.724
final                                 0    888       13.4       13300            0.606
[worst min path at each step]
stage	from	cells after the start	slack (ns)	end
finish	rd_en	2	0.61	rd_data[26]
global route	rd_en	2	0.62	rd_data[26]
CTS	wr_data[6]	1	0.60	mem[0][6]
[critical path: cells and delay by family, from the launching register on]
| family | cells | cell delay [ns] |
|---|---|---|
| flops | 1 | 0.36 |
| mux | 2 | 0.81 |
No activity file was given, so power comes from the tool's default toggle rates.
