[config.mk]
export PLATFORM = sky130hd
export DESIGN_NAME = serializer
export DESIGN_NICKNAME = serializer
export VERILOG_FILES = /design/flow/design.v
export SDC_FILE = /design/flow/constraint.sdc
export NUM_CORES = 4
export LEC_CHECK = 1
export CORE_UTILIZATION = 40
[constraint.sdc]
current_design serializer

set clk_period 81.2
set clk_io_pct 0.2

create_clock -name clk0 -period $clk_period [get_ports {clk}]

set non_clock_inputs [all_inputs -no_clocks]
set_input_delay [expr $clk_period * $clk_io_pct] -clock clk0 $non_clock_inputs
set_output_delay [expr $clk_period * $clk_io_pct] -clock clk0 [all_outputs]
[design.v]
module serializer #(
    parameter integer in_bit_width = 512,
    parameter integer out_bit_width = 32
)
(
    input wire clk,
    input wire reset,
    input wire data_ready,
    output reg read_data,
    input wire [in_bit_width-1:0] data_in,
    output reg write_data,
    output reg [out_bit_width-1:0] data_out
);
localparam integer num_segments = in_bit_width / out_bit_width;
localparam integer seg_ctr_bw   = $clog2(num_segments);
localparam IDLE = 1'b0, BUSY = 1'b1;
reg current_state, next_state;
reg [in_bit_width-1:0] buffer;                       
reg [seg_ctr_bw-1:0] seg_counter;                    
reg [seg_ctr_bw-1:0] seg_counter_q;                  
wire seg_ctr_all_ones;                               
assign seg_ctr_all_ones = &seg_counter;              
reg [out_bit_width-1:0] out_buffer [num_segments]; 
genvar i;
generate
    for (i = 1; i <= num_segments; i++) begin
        assign out_buffer[i-1] = buffer[out_bit_width*i - 1: out_bit_width * (i-1)];
    end
endgenerate
always @(*) begin
	case (current_state)
		IDLE: begin
			next_state = data_ready ? BUSY : IDLE; 
		end
		BUSY: begin
			next_state = seg_ctr_all_ones ? (data_ready ? BUSY : IDLE) : BUSY;
		end
		default:
			next_state = IDLE;
	endcase
end
always @(posedge clk) begin
    if (reset) begin
        current_state <= IDLE;
        buffer <= 0;
        seg_counter <= 0;
    end
    else begin
        current_state <= next_state;
        buffer <= read_data ? data_in : buffer;
        seg_counter <= seg_counter_q;
    end
end
always @ (*) begin
    read_data = (!current_state & data_ready) | (seg_ctr_all_ones & data_ready);
    write_data = current_state;
    seg_counter_q = current_state ? (seg_counter + current_state) : 0; 
    data_out = out_buffer[seg_counter];
end
endmodule
[run.sh]
#!/bin/bash
# OpenROAD 26Q1-2900-gdf79404cd8, Yosys 0.63+post, stock flow scripts
make -C /OpenROAD-flow-scripts/flow DESIGN_CONFIG=/design/flow/config.mk WORK_HOME=/design/flow/orfs finish
==> impl_metrics.py <==
# Metrics from the implementation run
metrics = {
    "outcome": {
        "status": "finished, final reports clean",
    },
    "cts": {
        "clkLatencyLatePin_ps": 600,
        "cts_hold_buf": 0,
        "post-cts-setup-buffers": 0,
        "cts_made_buffers": 55,
        "clk_transition_reported_paths_ps": 60,
        "tritoncts": "done",
        "cts_htree_levels": 2,
        "clk_path_buf_depth": 3,
        "cts_sinks": 517,
        "post_cts_resize_count": 0,
        "cts_root_buf": "clkbuf_16",
    },
    "hold_path": {
        "min_path_type": "register to register",
        "hold_start": "buffer[337]",
        "worstHoldPathCells": 2,
        "min_to": "buffer[337]",
    },
    "drt": {
        "dr.pass1.iters": 7,
        "final_antenna_net_count": 0,
        "post_drt_via_cell_ratio": 5.46,
        "drc": 0,
        "routed_wl_mm": 86.8,
        "dr.first_iter.drc_count": 1718,
        "num_vias": 21885,
        "wl_per_cell_um": 21.6,
    },
    "floorplan": {
        "initCoreUtil": 0.408,
        "dieHeight_um": 237,
        "die_area_um2": 56300,
        "fp.dieW_um": 237,
        "core.rowCount": 85,
        "io_pins": 549,
        "core_area_um2": 54200,
    },
    "cells_and_area": {
        "final_util": 0.545,
        "layout-drive-gt1-share": 0.0551,
        "fill_cells": 4998,
        "regArea_um2": 10400,
        "area_growth_pct": 33.4,
        "comb_area_um2": 10600,
    },
    "synth": {
        "mappedNetlistArea_um2": 22100,
        "yosysWarningCount": 18,
        "synthFlopType": "dfxtp_1",
        "ys_cells": 2878,
        "ys_top_cells_by_count": "nand2_1 (1060), a21oi_1 (545), dfxtp_1 (517), buf_2 (140)",
        "yosysChipArea_um2": 22100,
        "postSynthCellCount": 2878,
        "yosysTopAreaCellShare": 0.467,
        "synthDistinctLibCells": 52,
        "top_area_cell": "dfxtp_1",
        "synthArstFlopShare": 0,
        "seq_area_frac_synth": 0.467,
        "postSynthAreaPerCell_um2": 7.69,
        "top_cells_by_area": "dfxtp_1 (47%), nand2_1 (18%), a21oi_1 (12%)",
        "top_cell": "nand2_1",
        "ys.flops": 517,
        "edf_count": 0,
    },
    "setup_path": {
        "timing.rr.start": "seg_counter[1]",
        "r2r_end": "buffer[424]",
        "cp-end-kind": "primary output",
        "crit_path_max_incr_delay_ps": 600,
        "cp_common_cell": "clkdlybuf4s50_1",
        "crit_path_cell_trace": "clkdlybuf4s50_1 > o21ai_4 > buf_4 > inv_8 > clkdlybuf4s50_1",
        "ff2ff_path_depth": 9,
        "crit_required_ps": 64960,
        "crit_path_max_fanout": 114,
        "critical_path_class": "input port to primary output",
        "reg2reg_setup_slack_ps": 76780,
        "cp.arrival_ps": 18580,
        "slowest_stage": "clkdlybuf4s50_1",
        "startpoint_type": "input port",
    },
    "global_route": {
        "grt_pass1_wl_mm": 129,
        "grt_pass1_vias": 20995,
        "grt_use_total": 0.313,
        "grt_max_degree": 168,
        "grt-ovfl-total": 0,
        "antenna_found_initial": 26,
    },
    "run": {
        "warnings": 40,
        "maxCapViolCount": 0,
    },
    "timing": {
        "tns_ps": 0,
        "worstMarginPinSlew_ps": 867,
        "max_freq_mhz": 28.7,
        "hold_violations": 0,
        "final.min_clock_period_ps": 34820,
        "setup_violations": 0,
        "maxSlewViolCount": 0,
        "relSlewSlack": 0.422,
        "setup_slack_ps": 46380,
        "fin_crit_sh": 0.429,
        "fin_skew_ps": 11.6,
        "rsz0062_at_grt": "false",
    },
    "placed_design": {
        "portBuffers": 548,
        "gp_congestion": 0.953,
        "dpl_worst_slack_ps": 46440,
        "hpwlAfterDp_mm": 60.0,
    },
    "power": {
        "leakage_nw": 10.7,
        "p_per_area_nw_per_um2": 20.5,
        "vdd_drop_max_mv": 0.0165,
    },
}
==> layout make-up <==
class                           count  share of cell area
Multi-Input combinational cell   2094               0.359
Sequential cell                   517               0.351
Timing Repair Buffer              583               0.196
Clock buffer                       84              0.0558
Tap cell                          696              0.0295
Clock inverter                     17             0.00631
Antenna cell                       14             0.00119
Inverter                            6             0.00102
==> per-layer routing <==
metal  wire [um]  global-route usage  vias up
li1            -                   -    10571
met1       38300               0.465    10412
met2       38600               0.460      733
met3        6650              0.0740      147
met4        3000               0.106       22
met5         136                   0        -
==> cells in the final DEF (no fill, tap or decap), types with 4 or more instances in the layout <==
cell type | synthesis | routed
diode_2 | 0 | 14
nand3b_1 | 4 | 4
o21ai_1 | 10 | 9
mux2_2 | 19 | 19
bufinv_16 | 0 | 4
o2111ai_1 | 29 | 29
mux2_4 | 10 | 10
buf_4 | 4 | 32
nand2_1 | 1060 | 1060
clkbuf_1 | 108 | 15
clkdlybuf4s50_1 | 0 | 547
a22oi_1 | 108 | 108
inv_1 | 5 | 4
a22oi_2 | 12 | 12
dfxtp_1 | 517 | 514
o21bai_1 | 29 | 29
clkbuf_8 | 0 | 12
o22ai_1 | 31 | 31
o32a_1 | 30 | 30
and3b_1 | 59 | 58
clkinv_2 | 0 | 12
a31oi_1 | 31 | 31
clkbuf_16 | 0 | 57
nor2b_1 | 40 | 36
o21ai_0 | 25 | 25
nor2_1 | 10 | 9
a21oi_1 | 545 | 545
==> registers in the layout (all words and copies together) (netlist names) <==
register and cells:
buffer 512, current_state 1, seg_counter 4
==> how the worst max path moves through the flow <==
stage | cells past startpoint | from | end | slack [ps]
after global routing | 5 | data_ready | read_data | 46310
after CTS | 5 | data_ready | read_data | 46430
final | 5 | data_ready | read_data | 46380
==> cells by family after synthesis <==
logic type      after synthesis  share of synthesized area
xor+xnor                      2                   0.000791
mux                          34                     0.0188
simple gates               1194                      0.224
fa+ha+maj                     2                    0.00113
compound gates              862                      0.232
buf+inv                     267                     0.0562
flops                       517                      0.467
==> worst max-delay path, delay by kind of cell <==
kind,cells,cell delay (ps)
AOI/OAI and AO/OA,1,90
buffers and inverters,4,2060
==> metrics by stage <==
step	hold slack [ps]	area [um^2]	cells	total power [mW]
finish	450	29500	4011	0.605
global route	467	29500	4010	0.627
CTS	449	29500	3997	0.608
detailed placement	442	27700	3896	0.353
global placement	438	27700	3896	0.352
floorplan	431	22100	2878	0.313
==> power breakdown <==
part / internal (mW) / switching [mW]
clock: 0.152 / 0.105
sequential: 0.268 / 0.00710
combinational: 0.0375 / 0.0355
Power and IR drop assume default switching activity.
